**flow/config.mk**
```make
export PLATFORM = sky130hd
export DESIGN_NAME = axi_to_pcie_bridge
export DESIGN_NICKNAME = axi_to_pcie_bridge
export VERILOG_FILES = /design/flow/design.v
export SDC_FILE = /design/flow/constraint.sdc
export NUM_CORES = 4
export LEC_CHECK = 1
export CORE_UTILIZATION = 40
```
**flow/constraint.sdc**
```tcl
current_design axi_to_pcie_bridge

set clk_period 3.0
set clk_io_pct 0.2

create_clock -name clk0 -period $clk_period [get_ports {axi_aclk}]

set non_clock_inputs [all_inputs -no_clocks]
set_input_delay [expr $clk_period * $clk_io_pct] -clock clk0 $non_clock_inputs
set_output_delay [expr $clk_period * $clk_io_pct] -clock clk0 [all_outputs]
```
**flow/design.v**
```verilog
module axi_to_pcie_bridge (
    input         axi_aclk,
    input         axi_aresetn,
    input         axi_awvalid,
    input  [31:0] axi_awaddr,
    output reg    axi_awready,
    input         axi_wvalid,
    input  [31:0] axi_wdata,
    output reg    axi_wready,
    output reg    axi_bvalid,
    input         axi_bready,
    input         axi_arvalid,
    input  [31:0] axi_araddr,
    output reg    axi_arready,
    output reg [31:0] axi_rdata,
    output reg    axi_rvalid,
    input         axi_rready,
    output reg      pcie_req,
    output reg      pcie_wr,
    output reg [31:0] pcie_addr,
    output reg [31:0] pcie_wdata,
    input         pcie_gnt,
    input  [31:0] pcie_rdata,
    input         pcie_ready
);
    reg [1:0] state;
    localparam IDLE       = 2'b00;
    localparam AXI_WRITE  = 2'b01;
    localparam AXI_READ   = 2'b10;
    always @(posedge axi_aclk or negedge axi_aresetn) begin
        if (!axi_aresetn) begin
            axi_awready <= 1'b0;
            axi_wready <= 1'b0;
            axi_bvalid <= 1'b0;
            axi_arready <= 1'b0;
            axi_rvalid <= 1'b0;
            pcie_req <= 1'b0;
            state <= IDLE;
        end else begin
            case (state)
                IDLE: begin
                    if (axi_awvalid && !axi_awready) begin
                        axi_awready <= 1'b1;
                        pcie_req <= 1'b1;
                        pcie_wr <= 1'b1;
                        pcie_addr <= axi_awaddr;
                        pcie_wdata <= axi_wdata;   
                        state <= AXI_WRITE;
                    end else if (axi_arvalid && !axi_arready) begin
                        axi_arready <= 1'b1;
                        pcie_req <= 1'b1;
                        pcie_wr <= 1'b0;
                        pcie_addr <= axi_araddr;
                        state <= AXI_READ;
                    end
                end
                AXI_WRITE: begin
                    if (pcie_gnt) begin
                        pcie_req <= 1'b0;   
                        axi_bvalid <= 1'b1;  
                        state <= IDLE;  
                    end
                end
                AXI_READ: begin
                    if (pcie_gnt) begin
                        pcie_req <= 1'b0;  
                        axi_rdata <= pcie_rdata;  
                        axi_rvalid <= 1'b1;  
                        state <= IDLE;  
                    end
                end
                default: state <= IDLE;  
            endcase
        end
    end
    always @(posedge axi_aclk) begin
        if (axi_bready && axi_bvalid) begin
            axi_bvalid <= 1'b0;
            axi_awready <= 1'b0;
        end
        if (axi_rready && axi_rvalid) begin
            axi_rvalid <= 1'b0;
            axi_arready <= 1'b0;
        end
    end
endmodule
```
**flow/run.sh**
```bash
#!/bin/bash
# OpenROAD 26Q1-2900-gdf79404cd8, Yosys 0.63+post, stock flow scripts
make -C /OpenROAD-flow-scripts/flow DESIGN_CONFIG=/design/flow/config.mk WORK_HOME=/design/flow/orfs finish
```
==> flow_metrics.tcl <==
# implementation run metrics
set metrics [dict create \
    num_io_pins 240 \
    grt_pass1_wl_mm 12.32 \
    crit_family "buffers and inverters" \
    grt_max_degree 34 \
    h-tree-depth 3 \
    clock-root-buffer "clkbuf_8" \
    timing.fmax_ghz 0.5361 \
    place_hpwl_mm 6.478 \
    timing.rr.start "state[0]" \
    worst-endpoint-arrival_ns 1.27 \
    powerDensity_nw_per_um2 452.4 \
    max-cap-violations 0 \
    drive_gt1_share_pct 13.51 \
    hold_slack_ns 0.4881 \
    ys_chip_area_sq_um 3672 \
    layout_setup_ws_ns 1.135 \
    port-buffer-count 230 \
    outcome "finished with violations" \
    hold_path_class "in2async" \
    p_leak_nw 2.232 \
    failed_checks "design-rule violations" \
    core_region_area_sq_um 8806 \
    cp_slowest_cell "clkdlybuf4s50_1" \
    wl_per_cell_um 15.98 \
    ctsResizeCount 0 \
    setup-tns-final_ns 0 \
    ys_cells 162 \
    fin_skew_ns 0.01018 \
    routabilityCongestion 0.7817 \
    fillers 599 \
    critPathMaxFanout 5 \
    viasPerCell 4.546 \
    synth_warnings 9 \
    slowest_delay_ns 0.51 \
    worstPathRequired_ns 2.40 \
    cp_cell_sequence "clkdlybuf4s50_1" \
    period_used_pct 62.18 \
    die_x_um 97.82 \
    postCtsSetupBuffers 0 \
    wl_mm 8.229 \
    warning_count 30 \
    dp_slack_ns 0.8291 \
    die-area_sq_um 9568 \
    antennaDiodeCount 0 \
    area_growth_pct 70.19 \
    cp-start-kind "flop" \
    vias 2341 \
    num_rows 34 \
    syn_area_sq_um 3672 \
    crit_type "reg2out" \
    yosys.cell_types.count 20 \
    core_util_floorplan_pct 41.70 \
    drt_pre_antenna_iters 45 \
    rsz0062_at_grt "false" \
    cts_hold_buf 0 \
    hold_viol 0 \
    layout_top_cell "clkdlybuf4s50_1" \
    antenna_found_initial 0 \
    logic_area_sq_um 564.3 \
    cp-end-kind "output port" \
    dieHeight_um 97.82 \
    synth_seq_share_pct 82.08 \
    worst-r2r-cell-count 3 \
    synth_cells 162 \
    worstSkewPairLatency_ns 0.35 \
    r2r_end "pcie_addr[22]" \
    syn_area_per_cell_sq_um 22.67 \
    ir_worst_vdd_mv 0.3304 \
    cts_made_buffers 9 \
    cts.clk_slew.worst_paths_ns 0.09 \
    cts.path.max_buffers 2 \
    finalMaxSlewViolations 0 \
    ant_nets 0 \
    grt_pass1_vias 2304 \
    cts_tree "done" \
    drc 36 \
    track_usage_pct 18.37 \
    drt_iter0_drc 96 \
    grt_overflow_total 0 \
    setup_viol 0 \
    ff2ff_setup_slack_ns 1.53 \
    seq_area_sq_um 3014 \
    worst-path-buf-inv 1 \
    cts_sinks 101 \
    ys_ff 101 \
    most-common-layout-cells "clkdlybuf4s50_1 (229), edfxtp_1 (97), mux2_4 (26), clkbuf_8 (9), mux2_2 (6)" \
    finalCriticalPeriod_ns 1.865 \
]
## per-layer routing
metal | track usage, % | vias up | wire length, um | part of all wire (%)
met1 | 24.57 | 1069 | 2647 | 32
met2 | 28.70 | 160 | 3944 | 48
met4 | 3.963 | 0 | 178 | 2.2
met3 | 9.593 | 14 | 1459 | 18
li1 | - | 1098 | - | -
met5 | 0 | - | 0 | 0
## power breakdown
| group | total (mW) | switching, mW | internal (mW) |
|---|---|---|---|
| combinational | 0.361 | 0.0860 | 0.275 |
| sequential | 1.63 | 0.0220 | 1.61 |
| clock | 0.833 | 0.446 | 0.387 |
| total | 2.83 | 0.554 | 2.27 |
## final cells by class
cell class	count	area share (%)
multi-input combinational	54	9.029
clock inverter	6	1.121
sequential	101	48.23
tap	108	2.162
inverter	2	0.1201
timing repair buffer	235	37.36
clock buffer	9	1.982
## how the worst max path moves through the flow
stage / start / endpoint / slack [ns] / cells after the start
4_1_cts: pcie_req / pcie_req / 1.10 / 1
5_1_grt: pcie_req / pcie_req / 1.07 / 1
6_report: pcie_req / pcie_req / 1.13 / 1
## stage by stage
stage | instance area [sq um] | std cells | power (mW) | utilization (%)
6_report | 6250 | 515 | 2.827 | 70.97
3_3_place_gp | 6056 | 500 | 2.027 | 68.77
3_5_place_dp | 6056 | 500 | 2.030 | 68.77
5_1_grt | 6250 | 515 | 2.952 | 70.97
2_1_floorplan | 3687 | 166 | 1.766 | -
4_1_cts | 6250 | 515 | 2.871 | 70.97
## state kept, by name, summed over array words and instances (netlist names)
signal / count
axi_rdata: 32
pcie_addr: 32
pcie_req: 1
pcie_wdata: 32
pcie_wr: 1
state: 3
## cell families (layout without fill, tap and decap cells)
group / Yosys count / count (layout) / synth area share [%]
other: 1 / 5 / 0.1021
AOI/OAI and AO/OA: 6 / 6 / 0.9542
and+or+nand+nor: 11 / 11 / 1.363
muxes: 32 / 32 / 12.47
DFF: 101 / 101 / 82.08
buffers and inverters: 11 / 252 / 3.032
## synth_stat cells, drive strengths merged
| library cell | n | area (sq um) |
|---|---|---|
| edfxtp | 97 | 2913 |
| mux2 | 32 | 457.9 |
| buf | 9 | 103.9 |
| nand2 | 5 | 18.77 |
| dfrtp | 3 | 75.07 |
| o21ai | 3 | 15.01 |
| and3 | 2 | 12.51 |
| inv | 2 | 7.510 |
| nor2 | 2 | 7.510 |
| a31oi | 1 | 6.260 |
| conb | 1 | 3.750 |
| dfstp | 1 | 26.28 |
| nor2b | 1 | 6.260 |
| nor3 | 1 | 5.000 |
| o211ai | 1 | 7.510 |
| o22ai | 1 | 6.260 |
Power is estimated from default activity; no workload was simulated.
